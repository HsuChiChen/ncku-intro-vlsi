<file path="config.mk">
export PLATFORM = sky130hd
export DESIGN_NAME = regfile
export DESIGN_NICKNAME = regfile
export VERILOG_FILES = /design/flow/design.v
export SDC_FILE = /design/flow/constraint.sdc
export NUM_CORES = 4
export LEC_CHECK = 1
export CORE_UTILIZATION = 40
</file>
<file path="constraint.sdc">
current_design regfile

set clk_period 2.9
set clk_io_pct 0.2

create_clock -name clk0 -period $clk_period [get_ports {clk}]

set non_clock_inputs [all_inputs -no_clocks]
set_input_delay [expr $clk_period * $clk_io_pct] -clock clk0 $non_clock_inputs
set_output_delay [expr $clk_period * $clk_io_pct] -clock clk0 [all_outputs]
</file>
<file path="design.v">
`timescale 1ns/10ps
module regfile (clk, rst, reg_enable, reg_write, src1_addr, src2_addr,
				write_addr, write_data, src1, src2);
input clk;
input rst;
input reg_enable;
input reg_write;
input [6-1:0] src1_addr;
input [6-1:0] src2_addr;
input [6-1:0] write_addr;
input [32-1:0] write_data;
output [32-1:0] src1;
output [32-1:0] src2;
reg [32-1:0] src1;
reg [32-1:0] src2;
reg [32-1:0] storage [64-1:0];
integer i;
always@(posedge clk or posedge rst) begin
	if(rst)begin
		for(i=0 ; i<64; i=i+1)
		storage[i] <= 32'b0;
		src1 <= 32'b0;
		src2 <= 32'b0;
	end
	else begin
		if(reg_enable) begin
			if(reg_write)
				storage[write_addr] <= write_data;
			else begin
				src1 <= storage[src1_addr];
				src2 <= storage[src2_addr];
			end
		end
		else begin
			src1 <= 32'b0;
			src2 <= 32'b0;
		end
	end
end
endmodule
</file>
<file path="run.sh">
#!/bin/bash
# OpenROAD 26Q1-2900-gdf79404cd8, Yosys 0.63+post, stock flow scripts
make -C /OpenROAD-flow-scripts/flow DESIGN_CONFIG=/design/flow/config.mk WORK_HOME=/design/flow/orfs finish
</file>
==> insert_results.sql <==
-- metrics for the results database
INSERT INTO impl_metrics (metric_group, metric, value, unit) VALUES
('detailed_routing', 'drt-wirelength-per-cell', '61.60', 'um'),
('cells_and_area', 'final-instance-count-excl-fill', '13792', ''),
('detailed_routing', 'drt_first_iter_violations', '15674', ''),
('timing', 'max-slew-margin-rel', '-5.731', '%'),
('job', 'cap_violations', '2', ''),
('detailed_routing', 'dr_total_vias', '110210', ''),
('timing', 'max_slew.worst_pin.slew', '1581', 'ps'),
('timing', 'fin_skew', '60.34', 'ps'),
('floorplan', 'io_pins', '118', ''),
('synthesis', 'synthDominantAreaCellType', 'sky130_fd_sc_hd__dfrtp_1', ''),
('timing', 'timing_hold_violations_final', '0', ''),
('job', 'tool_warnings', '51', ''),
('synthesis', 'yosys.cell_count.top_type', 'sky130_fd_sc_hd__dfrtp_1', ''),
('pwr', 'ir_drop', '0.0005204', 'V'),
('run_status', 'status', 'complete, but fails checks', ''),
('pwr', 'p_leak', '63.83', 'nW'),
('synthesis', 'async_flop_share', '100.0', '%'),
('cells_and_area', 'finalInstanceArea', '0.1374', 'mm^2'),
('cts', 'worst_skew_pair.late_latency', '980', 'ps'),
('synthesis', 'syn_inst', '8583', ''),
('critical_path', 'crit_path_end_kind', 'register', ''),
('synthesis', 'warnings_synthesis', '2', ''),
('floorplan', 'floorplan.initialDensity', '40.28', '%'),
('detailed_routing', 'drc_violation_count_after_routing', '0', ''),
('cts', 'cts_root_buffer', 'sky130_fd_sc_hd__clkbuf_16', ''),
('critical_path', 'critPathBufInv', '3', ''),
('critical_path', 'crit_path_dat', '4060', 'ps'),
('synthesis', 'syn-mean-instance-area', '12.07', 'um^2'),
('grt', 'grt.overflow.total', '0', ''),
('synthesis', 'synth_seq_share', '51.02', '%'),
('timing', 'fmax', '0.3133', 'GHz'),
('synthesis', 'synth_stat.cells', '8583', ''),
('critical_path', 'critPathSlowestCell', 'sky130_fd_sc_hd__nor2_4', ''),
('synthesis', 'synthDistinctLibCells', '65', ''),
('grt', 'global_route.usage.total', '67.50', '%'),
('timing', 'report.final.slew_viol_count', '10', ''),
('grt', 'grt_start_max_net_pins', '122', ''),
('floorplan', 'fp.coreArea', '0.2572', 'mm^2'),
('synthesis', 'post_synth_tally_of_flip_flops_with_integrated_enable', '0', ''),
('cells_and_area', 'drive_gt1_share', '45.44', '%'),
('timing', 'post-route-worst-setup-slack', '-291.4', 'ps'),
('place', 'placed_cells', '13055', ''),
('detailed_routing', 'antenna_violating_nets_post_route', '0', ''),
('critical_path', 'setup.worst_path.class', 'input pin to register', ''),
('synthesis', 'yosys_stat_chip_area', '0.1036', 'mm^2'),
('critical_path', 'critical_path.max_stage_delay', '1150', 'ps'),
('critical_path', 'critPathMostFrequentCell', 'sky130_fd_sc_hd__buf_4', ''),
('cells_and_area', 'final.fill_count', '21427', ''),
('run_status', 'failed_checks', 'capacitance limit, slew limit, setup timing', ''),
('cts', 'clock-sinks', '2112', ''),
('synthesis', 'synth_area', '0.1036', 'mm^2'),
('detailed_routing', 'detailed_routing_iteration_count_for_the_pre_antenna_repair_pass', '11', ''),
('timing', 'rsz0062_at_grt', 'no', ''),
('cts', 'cts_max_path_buffers', '4', ''),
('cells_and_area', 'seq_cell_area', '0.05285', 'mm^2'),
('place', 'number_of_port_buffers', '117', ''),
('place', 'estimated_wirelength_of_the_detail_placed_design', '615100', 'um'),
('floorplan', 'dieWidth', '510.9', 'um'),
('floorplan', 'die_height', '510.9', 'um'),
('cts', 'tritoncts_clock_tree', 'done', ''),
('synthesis', 'flop_cell', 'sky130_fd_sc_hd__dfrtp_1', ''),
('critical_path', 'crit_chain', 'buf_2 > or2_2 > buf_4 > nor2_4 > buf_4 > a22oi_1 > and4_1 > nand4_1 > nor4_1 > a32oi_1', ''),
('grt', 'grt_antenna_before_repair', '157', ''),
('synthesis', 'area_share_of_the_leading_cell_type_in_the_synthesized_netlist', '51.02', '%'),
('cts', 'cts_made_buffers', '242', ''),
('hold_path', 'hp-class', 'input pin to register', ''),
('synthesis', 'netlist_top_cells_count', 'sky130_fd_sc_hd__dfrtp_1 (2112), sky130_fd_sc_hd__mux2_2 (2080), sky130_fd_sc_hd__a22oi_1 (1505), sky130_fd_sc_hd__clkbuf_1 (415), sky130_fd_sc_hd__nand2_1 (359)', ''),
('timing', 'report.final.setup_viol', '28', ''),
('grt', 'grt_pass1_wl', '1085000', 'um'),
('critical_path', 'worstPathMaxFanout', '10', ''),
('floorplan', 'floorplan.rows', '186', '');
## cells by family (layout without fill, tap and decap cells)
kind of cell    after synthesis  after routing  share of synthesized area [%]
mux                        2176           2176                          23.55
compound gates             2137           2137                          15.61
flops                      2112           2112                          51.02
simple gates               1281           1281                          6.287
buf+inv                     877           2402                          3.531
other cells                   0            300                              0
## cell type report
| cell class | instances | share of cell area (%) |
|---|---|---|
| well taps | 3384 | 3.082 |
| inverters | 6 | 0.01912 |
| diodes | 300 | 0.5464 |
| repair buffers | 1960 | 16.57 |
| clock inverters | 107 | 0.9425 |
| clock buffers | 329 | 5.054 |
| multi-input cells | 5594 | 35.32 |
| flip-flops and latches | 2112 | 38.47 |
## state kept, by name, indices dropped and copies added, names as in the netlist
name     flops
src2        32
src1        32
storage   2048
## what timing repair did
action | in CTS | in global routing
endpoints found under the hold margin | 1 | 0
resized | 0 | 0
hold buffers | 1 | 0
## where the power goes
part           internal (mW)  leakage [nW]  switching [mW]
logic                   3.09          31.0            4.25
clock network           18.8          4.05            14.0
registers               31.8          28.8            3.13
total                   53.7          63.8            21.4
## metal layers
| metal | routed length (um) | global-route usage [%] |
|---|---|---|
| met1 | 269400 | 71.58 |
| met2 | 306000 | 77.71 |
| met3 | 163600 | 57.82 |
| met4 | 104900 | 61.26 |
| met5 | 5749 | 26.03 |
## worst paths after layout
path	from	endpoint	slack, ps	depth (start not counted)
min in group asynchronous	rst	storage[3][24]	80	3
max in group asynchronous	rst	storage[37][20]	1640	5
worst max register to register	storage[16][7]	src1[7]	-210	8
worst min register to register	storage[0][5]	storage[0][5]	520	1
worst max-delay path	src2_addr[4]	src2[5]	-290	10
worst min-delay path	write_data[1]	storage[0][1]	60	2
## cell usage in the layout, fill, tap and decap left out, types with 10 or more instances in the layout
master,n
sky130_fd_sc_hd__bufinv_16,23
sky130_fd_sc_hd__diode_2,300
sky130_fd_sc_hd__a21oi_1,100
sky130_fd_sc_hd__clkbuf_8,54
sky130_fd_sc_hd__buf_2,41
sky130_fd_sc_hd__a32oi_1,45
sky130_fd_sc_hd__clkinv_2,47
sky130_fd_sc_hd__buf_12,637
sky130_fd_sc_hd__nor2_4,126
sky130_fd_sc_hd__clkinvlp_4,17
sky130_fd_sc_hd__clkdlybuf4s50_1,74
sky130_fd_sc_hd__nor3_1,110
sky130_fd_sc_hd__o21ai_0,70
sky130_fd_sc_hd__o2bb2ai_1,15
sky130_fd_sc_hd__nor3_4,11
sky130_fd_sc_hd__a22oi_1,1505
sky130_fd_sc_hd__nand3_1,113
sky130_fd_sc_hd__nand2b_1,12
sky130_fd_sc_hd__mux2i_1,91
sky130_fd_sc_hd__nand4_1,254
sky130_fd_sc_hd__clkbuf_16,243
sky130_fd_sc_hd__nand2_4,46
sky130_fd_sc_hd__nand4bb_1,10
sky130_fd_sc_hd__dfrtp_1,2112
sky130_fd_sc_hd__a222oi_1,25
sky130_fd_sc_hd__nor3_2,13
sky130_fd_sc_hd__mux2_2,2080
sky130_fd_sc_hd__nor2_1,88
sky130_fd_sc_hd__a221oi_1,160
sky130_fd_sc_hd__buf_4,1207
sky130_fd_sc_hd__nor4_1,84
sky130_fd_sc_hd__nand2_1,312
sky130_fd_sc_hd__clkbuf_1,32
sky130_fd_sc_hd__and4_1,18
sky130_fd_sc_hd__a22o_1,140
## metrics by stage
step	worst slack [ps]	total power, mW	util [%]	hold WS [ps]
finish	-291.4	75.07	53.43	57.44
global placement	-784.1	41.96	49.93	504.4
CTS	199.0	74.12	53.14	42.41
global route	0.1150	75.87	53.23	87.91
floorplan	-27010	37.44	-	424.6
detailed placement	-757.1	42.05	49.93	497.9
Power figures rest on the tool's default switching activity, not on a simulated workload.
