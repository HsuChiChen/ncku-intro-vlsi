===== run.sh =====
#!/bin/bash
# OpenROAD 26Q1-2900-gdf79404cd8, Yosys 0.63+post, stock flow scripts
make -C /OpenROAD-flow-scripts/flow DESIGN_CONFIG=/design/flow/config.mk WORK_HOME=/design/flow/orfs finish

===== config.mk =====
export PLATFORM = sky130hd
export DESIGN_NAME = top
export DESIGN_NICKNAME = top
export VERILOG_FILES = /design/flow/design.v
export SDC_FILE = /design/flow/constraint.sdc
export NUM_CORES = 4
export LEC_CHECK = 1
export CORE_UTILIZATION = 30

===== constraint.sdc =====
current_design top

set clk_period 12.8
set clk_io_pct 0.2

create_clock -name clk0 -period $clk_period [get_ports {clk}]

set non_clock_inputs [all_inputs -no_clocks]
set_input_delay [expr $clk_period * $clk_io_pct] -clock clk0 $non_clock_inputs
set_output_delay [expr $clk_period * $clk_io_pct] -clock clk0 [all_outputs]

===== design.v =====
`timescale 1ns/10ps
module CONV(clk, rst, w_w, if_w, w_in0, w_in1, w_in2, w_in3, w_in4, w_in5, w_in6, w_in7, w_in8,
					if_in0, if_in1, if_in2, if_in3, if_in4, if_in5, if_in6, if_in7, if_in8, out);
input			clk;
input			rst;
input			w_w;
input			if_w;
input  signed	[8-1:0]	  w_in0, w_in1, w_in2, w_in3, w_in4, w_in5, w_in6, w_in7, w_in8;
input  signed	[8-1:0]	  if_in0, if_in1, if_in2, if_in3, if_in4, if_in5, if_in6, if_in7, if_in8;
output reg [8*2:0]	  out;
reg signed [8-1:0] w_in[8:0],if_in[8:0];
reg [8*2:0] w_in_temp, if_in_temp; 
integer i,j;
always@(posedge clk or posedge rst) begin
	if(rst) begin
		for(i = 0; i < 9; i = i + 1) begin
			w_in[i] <= 8 'b0;
			if_in[i] <= 8 'b0;
		end
	end
	else if(w_w&&if_w) begin
		w_in[0] <= w_in0;
		w_in[1] <= w_in1;
		w_in[2] <= w_in2;
		w_in[3] <= w_in3;
		w_in[4] <= w_in4;
		w_in[5] <= w_in5;
		w_in[6] <= w_in6;
		w_in[7] <= w_in7;
		w_in[8] <= w_in8;
		if_in[0] <= if_in0;
		if_in[1] <= if_in1;
		if_in[2] <= if_in2;
		if_in[3] <= if_in3;
		if_in[4] <= if_in4;
		if_in[5] <= if_in5;
		if_in[6] <= if_in6;
		if_in[7] <= if_in7;
		if_in[8] <= if_in8;
	end
	else if(w_w) begin
		w_in[0] <= w_in0;
		w_in[1] <= w_in1;
		w_in[2] <= w_in2;
		w_in[3] <= w_in3;
		w_in[4] <= w_in4;
		w_in[5] <= w_in5;
		w_in[6] <= w_in6;
		w_in[7] <= w_in7;
		w_in[8] <= w_in8;
	end
	else if(if_w) begin
		if_in[0] <= if_in0;
		if_in[1] <= if_in1;
		if_in[2] <= if_in2;
		if_in[3] <= if_in3;
		if_in[4] <= if_in4;
		if_in[5] <= if_in5;
		if_in[6] <= if_in6;
		if_in[7] <= if_in7;
		if_in[8] <= if_in8;
	end
	else begin 
		for(i = 0; i < 9; i = i + 1) begin
			w_in[i] <= 8 'b0;
			if_in[i] <= 8 'b0;
		end
	end
end
always@(*) begin
	out = 17 'b0;
	for(j = 0; j < 9; j = j + 1) begin
		w_in_temp = $signed({w_in[j],9'b0}) >>> 9;
		if_in_temp = $signed({if_in[j],9'b0}) >>> 9;
		out = out + (w_in_temp*if_in_temp);
	end
end
endmodule
module PRelu(in,out);
input  signed	[8*2:0]	in;
output  signed	[8*2:0]	out;
assign out = (in[8*2] == 1'b1)? $signed(in) >>> 6 : in;
endmodule
`timescale 1ns/10ps
module top(clk, rst, w_w, if_w, w_in0, w_in1, w_in2, w_in3, w_in4, w_in5, w_in6, w_in7, w_in8,
					if_in0, if_in1, if_in2, if_in3, if_in4, if_in5, if_in6, if_in7, if_in8, out);
  input			clk;
  input			rst;
  input			w_w;
  input			if_w;
  input  signed	[8-1:0]	  w_in0, w_in1, w_in2, w_in3, w_in4, w_in5, w_in6, w_in7, w_in8;
  input  signed	[8-1:0]	  if_in0, if_in1, if_in2, if_in3, if_in4, if_in5, if_in6, if_in7, if_in8;
  output   signed	[(8*2):0]	  out;
  wire	signed	[(8*2):0]	out_temp;
  CONV C1(.clk(clk), .rst(rst), .w_w(w_w), .if_w(if_w), .w_in0(w_in0), .w_in1(w_in1), .w_in2(w_in2), .w_in3(w_in3),.w_in4(w_in4),
					.w_in5(w_in5), .w_in6(w_in6), .w_in7(w_in7), .w_in8(w_in8), .if_in0(if_in0), .if_in1(if_in1),.if_in2(if_in2),
					.if_in3(if_in3), .if_in4(if_in4), .if_in5(if_in5), .if_in6(if_in6), .if_in7(if_in7), .if_in8(if_in8), .out(out_temp));
  PRelu Pl(.in(out_temp),. out(out));
  endmodule

==> qor.json <==
{
  "status": {"value": "complete, no violations"},
  "initial_drt_markers": {"value": 1042},
  "syn_area_per_cell": {"value": 8.95, "unit": "um^2"},
  "yosys_area": {"value": 31400, "unit": "um^2"},
  "maxCapViolCount": {"value": 0},
  "avgRoutedWirePerCell": {"value": 15.7, "unit": "um"},
  "worst_path_most_repeated_cell": {"value": "sky130_fd_sc_hd__fa_1"},
  "synth.top_cells.by_area": {"value": "sky130_fd_sc_hd__fa_1 (38%), sky130_fd_sc_hd__dfrtp_1 (11%), sky130_fd_sc_hd__ha_1 (11%)"},
  "synthFlopType": {"value": "sky130_fd_sc_hd__dfrtp_1"},
  "synthToLayoutAreaGrowth": {"value": 11.9, "unit": "%"},
  "worstPathBufferInverterCount": {"value": 8},
  "cts-root-buf": {"value": "sky130_fd_sc_hd__clkbuf_16"},
  "drtAntennaViolNets": {"value": 0},
  "cts_made_buffers": {"value": 17},
  "fin_tns_setup": {"value": 0, "unit": "ns"},
  "max-clock-path-buffers": {"value": 2},
  "grt_max_degree": {"value": 122},
  "drc_errors": {"value": 0},
  "finalCriticalPeriod": {"value": 12.17, "unit": "ns"},
  "tritoncts": {"value": "built"},
  "groute.usage.overall": {"value": 0.164},
  "slowest_delay": {"value": 0.68, "unit": "ns"},
  "post_synth_inst_count": {"value": 3511},
  "holdWs": {"value": 0.594, "unit": "ns"},
  "hold-path-cell-count": {"value": 2},
  "post_synth_xor_area_fraction": {"value": 0.0474},
  "pin_count": {"value": 165},
  "worst_setup_path_end_kind": {"value": "primary output"},
  "slew_headroom": {"value": 0.507},
  "vias": {"value": 21700},
  "floorplan.die.width": {"value": 326, "unit": "um"},
  "clock_transition_at_the_registers_of_the_reported_paths": {"value": 0.08, "unit": "ns"},
  "synthesis_warnings": {"value": 3},
  "timing_max_transition_violations_final": {"value": 0},
  "design.die.area": {"value": 106000, "unit": "um^2"},
  "postCtsResizedCells": {"value": 0},
  "rr_startpoint": {"value": "C1.if_in[7][6]$_DFFE_PP0P_"},
  "hold_end": {"value": "C1.if_in[4][7]$_DFFE_PP0P_"},
  "synth_flops": {"value": 144},
  "clock_latency_on_the_worst_skew_pair": {"value": 0.51, "unit": "ns"},
  "hp-start": {"value": "C1.if_in[4][7]$_DFFE_PP0P_"},
  "chipHeight": {"value": 326, "unit": "um"},
  "design.core.area": {"value": 104000, "unit": "um^2"},
  "io_buffer_count": {"value": 164},
  "finalWeightedCongestion": {"value": 0.968},
  "hpwlAfterDp": {"value": 67.5, "unit": "mm"},
  "reg2reg_setup_slack": {"value": 11.76, "unit": "ns"},
  "ys_cells": {"value": 3511},
  "tightest_slew": {"value": 0.721, "unit": "ns"},
  "ys_sh_aoi": {"value": 0.0637},
  "floorplan_utilization": {"value": 0.303},
  "period_used_share": {"value": 0.951},
  "critical-path-slowest-cell": {"value": "sky130_fd_sc_hd__a2111oi_0"},
  "grt_overflow": {"value": 0},
  "fa_ha_area_frac": {"value": 0.495},
  "post_cts_buffers": {"value": 0},
  "setup_violations": {"value": 0},
  "timing.reg2reg.worst_path_depth": {"value": 2},
  "grt_antenna_before_repair": {"value": 4},
  "final-hold-violation-count": {"value": 0},
  "synth_seq_share": {"value": 0.115},
  "openroad.warnings": {"value": 28},
  "reg2reg_to": {"value": "C1.if_in[7][6]$_DFFE_PP0P_"},
  "wirelength": {"value": 78.7, "unit": "mm"},
  "drt_pre_antenna_iters": {"value": 5},
  "final.setup_skew": {"value": 0, "unit": "ns"},
  "grt_first_pass_wirelength": {"value": 131, "unit": "mm"},
  "cts.sinks": {"value": 144},
  "post_route_cells_drive_above_1_share": {"value": 0.0179},
  "synthArstFlopShare": {"value": 1.00},
  "crit_type": {"value": "flip-flop to primary output"},
  "rows": {"value": 118},
  "fmax": {"value": 82.2, "unit": "MHz"},
  "crit_arrival": {"value": 9.61, "unit": "ns"},
  "critical_path.max_fanout": {"value": 17},
  "worst-endpoint-required": {"value": 10.24, "unit": "ns"},
  "crit_family": {"value": "adder cells"},
  "top_cell_area_share": {"value": 0.384},
  "netlist-cell-type-count": {"value": 65},
  "hp-class": {"value": "flip-flop to flip-flop"},
  "cts.htree.levels": {"value": 4},
  "mux_cell_area_share_after_synthesis": {"value": 0.00406},
  "grt_setup_unrepaired": {"value": "no"},
  "topCombFamilyByArea": {"value": "adder cells"},
  "final_layout_top_logic_cells": {"value": "sky130_fd_sc_hd__inv_1 (860), sky130_fd_sc_hd__fa_1 (603), sky130_fd_sc_hd__nand2_1 (465)"},
  "post_synth_and_or_nand_nor_area_fraction": {"value": 0.162},
  "synth_area": {"value": 31400, "unit": "um^2"},
  "edf_count": {"value": 0},
  "startpoint_type": {"value": "flip-flop"},
  "synth_top_cell_by_area": {"value": "sky130_fd_sc_hd__fa_1"},
  "post_drt_via_cell_ratio": {"value": 4.33},
  "grt_pass1_vias": {"value": 23400},
  "final_layout_top_logic_cell": {"value": "sky130_fd_sc_hd__inv_1"},
  "cts_hold_repair.buffers": {"value": 0}
}
stage by stage:
stage	util	setup slack [ns]	instances	instance area (um^2)
3_5_place_dp	0.333	0.886	4982	34600
6_report	0.339	0.630	5016	35200
4_1_cts	0.339	0.311	5014	35100
3_3_place_gp	0.333	0.944	4982	34600
5_1_grt	0.339	0.167	5015	35200
2_1_floorplan	-	2.25	3511	31400
Yosys cell counts, drive strengths merged (2+ instances only):
| library cell | instances |
|---|---|
| o31ai | 4 |
| nand3b | 5 |
| nor4 | 2 |
| nor3b | 2 |
| mux2i | 6 |
| a311oi | 3 |
| o21bai | 5 |
| mux2 | 5 |
| a2111oi | 4 |
| nor4b | 2 |
| or2 | 2 |
| nand2 | 465 |
| nor2 | 104 |
| xor2 | 46 |
| and3 | 8 |
| nor3 | 15 |
| inv | 861 |
| fa | 603 |
| o22ai | 2 |
| xnor2 | 121 |
| nand2b | 35 |
| or4b | 2 |
| a211o | 3 |
| o211ai | 5 |
| nand3 | 12 |
| dfrtp | 144 |
| clkbuf | 76 |
| buf | 6 |
| ha | 278 |
| a31o | 2 |
| o21a | 31 |
| or4 | 8 |
| a21oi | 53 |
| a211oi | 9 |
| a21boi | 4 |
| o41ai | 5 |
| nand4b | 2 |
| o21ai | 169 |
| a21o | 21 |
| and2 | 357 |
| nor2b | 15 |
| a2111o | 2 |
worst max path at each step:
stage                          start     end  slack [ns]  depth (start not counted)
5_1_grt    C1.w_in[6][5]$_DFFE_PP0P_  out[1]        0.17                         28
6_report   C1.w_in[6][5]$_DFFE_PP0P_  out[0]        0.63                         28
4_1_cts   C1.if_in[1][0]$_DFFE_PP0P_  out[0]        0.31                         27
worst register-to-register path, delay by kind of cell (launching register included):
family / cells / cell delay, ns
AOI/OAI and AO/OA: 1 / 0.16
and+or+nand+nor: 1 / 0.11
DFF: 1 / 0.70
registers in the layout, summed over array words and instances (netlist names):
name and cells:
C1.if_in 72, C1.w_in 72
cell families after synthesis:
family / Yosys count
xor+xnor: 167
simple gates: 1039
compound gates: 326
fa+ha+maj: 881
flops: 144
buf+inv: 943
mux: 11
routing by layer:
layer	vias up	wire (um)	GRT usage
met4	4	944	0.0145
met3	52	7120	0.0657
met5	-	21	0
met1	10600	37600	0.254
li1	10600	-	-
met2	454	33000	0.233
cell type report:
cell class                      count  area, um^2
Fill cell                       10600       68500
Multi-Input combinational cell   2424       24300
Sequential cell                   144        3600
Inverter                          861        3240
Timing Repair Buffer              174        1750
Tap cell                         1380        1730
Clock buffer                       18         439
Clock inverter                     14         145
Antenna cell                        1        2.50
